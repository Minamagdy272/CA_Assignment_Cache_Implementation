[design/flow/config.mk]
export PLATFORM = sky130hd
export DESIGN_NAME = Cache_d
export DESIGN_NICKNAME = Cache_d
export VERILOG_FILES = /design/flow/design.v
export SDC_FILE = /design/flow/constraint.sdc
export NUM_CORES = 4
export LEC_CHECK = 1
export CORE_UTILIZATION = 30
export SYNTH_HDL_FRONTEND = slang
export SYNTH_MEMORY_MAX_BITS = 65536
[design/flow/design.v]
module Cache_d(
    clk,
    rst,
    address,   
    din,  
    rden,  
    wren,  
    hit_miss,  
    q,  
    mdout,  
    mrden,
    maddress,
    mwren,
    mq
);
    parameter   MEM_WIDTH   = 32                                    ;    
    parameter   MEM_DEPTH   = 2**16                                 ;    
    localparam  ADDR_WIDTH  = $clog2(MEM_DEPTH)                     ;    
    localparam  FULL_WIDTH  = $clog2((MEM_WIDTH * MEM_DEPTH)/8)     ;
    parameter num_blocks = 256;     
    localparam OFFSET_WIDTH = $clog2((MEM_WIDTH)/8)                 ;
    localparam INDEX_WIDTH = $clog2(num_blocks)                          ;
    localparam TAG_WIDTH = FULL_WIDTH - INDEX_WIDTH - OFFSET_WIDTH  ;
    input wire                       clk            ;
    input wire                       rst            ;
    input  wire [FULL_WIDTH-1:0]     address        ;     
    input  wire [MEM_WIDTH-1:0]      din            ;     
    input  wire                      rden           ;     
    input  wire                      wren           ;     
    input  wire [MEM_WIDTH-1:0]         mq          ;    
    output reg                      hit_miss       ;    
    output reg [MEM_WIDTH-1:0]      q               ;    
    output reg [MEM_WIDTH-1:0]      mdout           ;    
    output reg                      mrden           ;    
    output reg [ADDR_WIDTH-1:0]     maddress        ;    
    output reg                      mwren           ;    
    reg [TAG_WIDTH-1:0] tag [0:num_blocks-1];    
    reg [MEM_WIDTH-1:0] mem [0:num_blocks-1];
    reg valid [0:num_blocks-1]              ;
    integer i;
    initial begin
        for(i=0; i<num_blocks; i=i+1) begin
            valid[i] = 0;
            tag[i] = 'b0;
            mem[i] = 'b0;
        end
    end
    localparam  IDLE = 0,
                MISS = 1,
                Read = 2,
                Write = 3,
                Write_wait = 4,
                WAIT_MEM = 5,
                FILL = 6;
    reg [2:0] state,next;
    wire hit;
    assign hit = valid[address[OFFSET_WIDTH + INDEX_WIDTH - 1 : OFFSET_WIDTH]] && (tag[address[OFFSET_WIDTH + INDEX_WIDTH - 1 : OFFSET_WIDTH]] == address[FULL_WIDTH-1 : OFFSET_WIDTH + INDEX_WIDTH]);
    always@(posedge clk) begin
        if(rst) hit_miss <= 0;
        else hit_miss <= (state == IDLE) && hit;
    end
    reg reg_write;
    reg [FULL_WIDTH-1:0] reg_addr;
    reg [MEM_WIDTH-1:0]  reg_data;
    always@(posedge clk) begin
        if(rst) begin
            q <= 0;
            mdout <= 'b0;
            mrden <= 0;
            mwren <= 0;
            maddress <= 0;
        end
        else begin
            mrden <= 0;
            mwren <= 0;
            mdout <= 'b0;
            case(state)
                IDLE : begin
                    mrden <= 0;
                    mwren <= 0;
                    reg_addr  <= address;
                    reg_data  <= din;
                    reg_write <= wren;
                end
                MISS : begin
                    maddress <= reg_addr[FULL_WIDTH-1 : OFFSET_WIDTH];
                    mwren <= 0;
                    mrden <= 1;
                end
                WAIT_MEM : begin
                    maddress <= reg_addr[FULL_WIDTH-1 : OFFSET_WIDTH];
                    mwren <= 0;
                    mrden <= 1;
                end
                FILL : begin
                    mem[reg_addr[OFFSET_WIDTH + INDEX_WIDTH - 1 : OFFSET_WIDTH]] <= mq;
                    tag [reg_addr[OFFSET_WIDTH + INDEX_WIDTH - 1 : OFFSET_WIDTH]] <= reg_addr[FULL_WIDTH-1 : OFFSET_WIDTH + INDEX_WIDTH];
                    valid[reg_addr[OFFSET_WIDTH + INDEX_WIDTH - 1 : OFFSET_WIDTH]] <= 1;
                    mwren <= 0;
                    mrden <= 0;
                    if(~reg_write) q<= mq;
                end
                Write : begin
                    maddress <= reg_addr[FULL_WIDTH-1 : OFFSET_WIDTH];
                    mdout    <= reg_data;
                    mwren <= 1;
                    mrden <= 0;
                    mem[reg_addr[OFFSET_WIDTH + INDEX_WIDTH - 1 : OFFSET_WIDTH]]   <= reg_data;
                    tag[reg_addr[OFFSET_WIDTH + INDEX_WIDTH - 1 : OFFSET_WIDTH]]   <= reg_addr[FULL_WIDTH-1 : OFFSET_WIDTH + INDEX_WIDTH];
                    valid[reg_addr[OFFSET_WIDTH + INDEX_WIDTH - 1 : OFFSET_WIDTH]] <= 1;
                end
                Write_wait : begin
                    maddress <= reg_addr[FULL_WIDTH-1 : OFFSET_WIDTH];
                    mdout    <= reg_data;
                    mwren <= 1;
                    mrden <= 0;
                end
                Read : begin
                    q <= mem[reg_addr[OFFSET_WIDTH + INDEX_WIDTH - 1 : OFFSET_WIDTH]];
                    mwren <= 0;
                    mrden <= 0;
                end
            endcase
        end
    end
    always @(posedge clk) begin
        if (rst)
            state <= IDLE;
        else
            state <= next;
    end
    always@(*) begin
        case(state)
            IDLE : begin
                if((~hit) && (wren || rden)) next = MISS;
                else if(wren) next = Write;
                else if(rden) next = Read;
                else next = IDLE;
            end
            MISS : next = WAIT_MEM;
            Read : next = IDLE;
            Write : next = Write_wait;
            Write_wait : next = IDLE;
            WAIT_MEM : next = FILL;
            FILL : next = reg_write ? Write : IDLE ;
            default : next = IDLE;
        endcase
    end
endmodule
[design/flow/run.sh]
#!/bin/bash
# OpenROAD 26Q1-2900-gdf79404cd8, Yosys 0.63+post, stock flow scripts
make -C /OpenROAD-flow-scripts/flow DESIGN_CONFIG=/design/flow/config.mk WORK_HOME=/design/flow/orfs finish
[design/flow/constraint.sdc]
current_design Cache_d

set clk_period 237.5
set clk_io_pct 0.2

create_clock -name clk0 -period $clk_period [get_ports {clk}]

set non_clock_inputs [all_inputs -no_clocks]
set_input_delay [expr $clk_period * $clk_io_pct] -clock clk0 $non_clock_inputs
set_output_delay [expr $clk_period * $clk_io_pct] -clock clk0 [all_outputs]
==> flow_summary.ini <==
; yosys + openroad results
[global_routing]
grt_pass1_wl_mm = 1600
grt_max_degree = 153
grt_overflow = 0
grt_usage_pct = 18.3
grt_pass1_vias = 208000
antenna_found_initial = 100

[synthesis]
yosysUniqueCellTypes = 64
syn_avg_cell_area_um2 = 24.4
synthFlopType = edfxtp_1
synth_warnings = 0
ys_sh_mux_pct = 18.5
synth_cells = 16500
yosys_cells = 16500
compound_area_share_pct = 0.976
ys_ff = 10600
async_reset_ff_share_pct = 0
xor_area_share_pct = 0.0174
edf_count = 10300
synth_top_cell_by_area = edfxtp_1
synthSimpleGateAreaFrac_pct = 1.13
logic_family = multiplexers
top_cells_by_area = edfxtp_1, mux4_2, dfxtp_1
ys_chip_area_um2 = 403000
yosys.stat.seqShare_pct = 78.5
yosysTopAreaCellShare_pct = 76.7
syn_area_um2 = 403000
adder_share_pct = 0

[clock_tree]
tritoncts = done
cts_resized = 0
holdBufCountCts = 0
clock_latency_ps = 1250
htreeDepth = 7
clk_path_buf_depth = 5
cts_made_buffers = 1154
ctsRootBufferMaster = clkbuf_16
cts_setup_buffers = 0
clk_pin_slew_ps = 60
cts_sinks = 10600

[placed_design]
port_buffers = 166
dp.cells = 34500
gp_congestion = 0.918
place_ws_ps = 182680
dp_hpwl_mm = 675

[floorplan]
io_pins = 169
chip_area_um2 = 1350000
fp.dieH_mm = 1.16
core_area_um2 = 1340000
fp-utilization_pct = 30.1
rows = 425
die_w_mm = 1.16

[critical_path]
cp-startpoint = address[2]
r2r_slack_ps = 229330
r2r_end = q[7]$_SDFFE_PP0P_
crit_path_max_incr_delay_ps = 800
start_kind = primary input
critPathRequiredTime_ps = 238610
worstPathCellList = buf_8, buf_4, buf_4, buf_4, buf_12, mux4_2, mux4_2, a211oi_1, o31ai_1, nand3_1, a31o_1, xnor2_1, or3_1, o31a_1
arrival_ps = 54930
crit_type = in -> reg
cp_slowest_cell = or3_1
critPathMaxFanout = 65
cp_common_cell = buf_4
endpoint_kind = flip-flop
cp-endpoint = state[4]$_DFF_P_
critical-path-top-delay-family = buffers and inverters
worstRegToRegCells = 16
cp.buffers_inverters = 5
cp.depth = 14

[final_timing]
skew_ps = 65.5
fin_setup_tns_ps = 0
hold_viol_final = 0
maxSlewHeadroom_pct = 14.0
slew_violations = 0
rsz0062_at_grt = false
worst_slew_pin_slew_ps = 1280
setup_ws_ps = 183680
layout_min_cycle_time_ps = 53820
fin_crit_sh_pct = 22.7
setup_viol = 0
fmax_ghz = 0.0186

[routing]
wire_per_inst_um = 31.5
drc = 0
firstDrtPassIters = 7
drt_iter0_markers = 12800
ant_nets = 0
num_vias = 187000
via_per_inst = 5.11
drt_wl_total_mm = 1150

[cells_and_area]
post-route-util_pct = 35.0
seq_area_um2 = 316000
area_growth_pct = 16.2
mostFrequentLayoutCell = edfxtp_1
drive_gt1_share_pct = 33.3
fin_cells = 36600
layout_top_cells_excl_fill_tap = edfxtp_1, mux4_2, clkbuf_16
comb_area_um2 = 85700
nFillCells = 120000

[power]
p_leak_nw = 144
power.total_mw = 4.00
power_density_nw_per_um2 = 8.55
ir_drop_v = 0.00000899

[outcome]
status = finished clean

[min_path]
hold_depth = 1
hold_path.class = reg -> reg

[flow_run]
warnings = 47
maxCapViolations = 0
## how the worst min path moves through the flow
stage	from	to	slack (ps)
after CTS	valid[142]$_DFF_P_	valid[142]$_DFF_P_	440
after global routing	valid[237]$_DFF_P_	valid[237]$_DFF_P_	450
final	valid[238]$_DFF_P_	valid[238]$_DFF_P_	440
## where the power goes
part	switching, mW	internal (mW)
logic	0.170	0.101
clock network	0.697	0.974
registers	0.00248	2.06
## area by class of cell
cell class              instances  area share, %
diodes                        131         0.0700
clock buffers                1476           6.62
clock inverters               478          0.767
inverters                      10        0.00909
multi-input cells            4988           18.3
flip-flops and latches      10600           67.5
well taps                   17700           4.74
repair buffers               1129           1.96
## cells by family (layout without fill, tap and decap cells)
kind of cell | after synthesis | in the layout
flops | 10600 | 10600
mux | 3464 | 3464
simple gates | 929 | 929
buf+inv | 901 | 3093
compound gates | 587 | 587
xor+xnor | 8 | 8
other cells | 0 | 131
## through the flow
| step | instance area [um2] | hold WS (ps) |
|---|---|---|
| 3_3_place_gp | 433000 | 425 |
| 2_1_floorplan | 403000 | 411 |
| 3_5_place_dp | 433000 | 422 |
| 6_report | 468000 | 436 |
| 5_1_grt | 468000 | 450 |
| 4_1_cts | 468000 | 437 |
## state kept, by name, summed over array words and instances (netlist names), named ones only
| signal | cells |
|---|---|
| hit_miss | 1 |
| maddress | 16 |
| mdout | 32 |
| mem | 8192 |
| mrden | 1 |
| mwren | 1 |
| q | 32 |
| reg_addr | 16 |
| reg_data | 32 |
| reg_write | 1 |
| state | 7 |
| tag | 2048 |
| valid | 256 |
## Yosys cell counts, drive strengths merged (5+ instances only)
cell and number:
edfxtp 10300, mux4 3181, clkbuf 565, dfxtp 354, nor2 336, buf 326
or2 261, mux2i 224, a22oi 186, a21oi 170, nand2 142, mux2 59
a211oi 47, nand3 45, o21ai 44, and2 42, o22ai 30, nor2b 28
a221oi 26, a22o 16, nand2b 15, nor3 15, a31oi 14, nor4 11
nand4 10, inv 9, o221ai 9, a2111oi 6, and3 5, or3 5
xnor2 5
## per-layer routing
layer  vias to the layer above  routed length [um]  global-route usage (%)
li1                      74300                   -                       -
met1                     94700              314000                    16.7
met3                      2421              258000                    18.9
met4                       137               57200                    7.03
met5                         -                6120                    3.38
met2                     15300              517000                    26.0
No activity file was given, so power comes from the tool's default toggle rates.
