<file path="./run.sh">
#!/bin/bash
# OpenROAD 26Q1-2900-gdf79404cd8, Yosys 0.63+post, stock flow scripts
make -C /OpenROAD-flow-scripts/flow DESIGN_CONFIG=/design/flow/config.mk WORK_HOME=/design/flow/orfs finish
</file>
<file path="./config.mk">
export PLATFORM = sky130hd
export DESIGN_NAME = Cache_b
export DESIGN_NICKNAME = Cache_b
export VERILOG_FILES = /design/flow/design.v
export SDC_FILE = /design/flow/constraint.sdc
export NUM_CORES = 4
export LEC_CHECK = 1
export CORE_UTILIZATION = 40
export SYNTH_HDL_FRONTEND = slang
export SYNTH_MEMORY_MAX_BITS = 65536
</file>
<file path="./constraint.sdc">
current_design Cache_b

set clk_period 271.5
set clk_io_pct 0.2

create_clock -name clk0 -period $clk_period [get_ports {clk}]

set non_clock_inputs [all_inputs -no_clocks]
set_input_delay [expr $clk_period * $clk_io_pct] -clock clk0 $non_clock_inputs
set_output_delay [expr $clk_period * $clk_io_pct] -clock clk0 [all_outputs]
</file>
<file path="./design.v">
module Cache_b(
    clk,
    rst,
    address,
    din,
    rden,
    wren,
    hit_miss,
    q,
    mdout,
    mrden,
    maddress,
    mwren,
    mq
);
    parameter   MEM_WIDTH   = 32;
    parameter   MEM_DEPTH   = 2**16;    
    localparam  ADDR_WIDTH  = $clog2(MEM_DEPTH);
    localparam  FULL_WIDTH  = $clog2((MEM_WIDTH * MEM_DEPTH)/8);
    parameter   NWAYS = 4;
    parameter   NSETS = 64;
    localparam OFFSET_WIDTH = $clog2((MEM_WIDTH)/8);
    localparam INDEX_WIDTH = $clog2(NSETS);
    localparam TAG_WIDTH = FULL_WIDTH - INDEX_WIDTH - OFFSET_WIDTH;
    localparam LRU_WIDTH = $clog2(NWAYS);
    input wire                       clk;
    input wire                       rst;
    input  wire [FULL_WIDTH-1:0]     address;
    input  wire [MEM_WIDTH-1:0]      din;
    input  wire                      rden;
    input  wire                      wren;
    input  wire [MEM_WIDTH-1:0]      mq;
    output wire                      hit_miss;
    output reg [MEM_WIDTH-1:0]       q;
    output reg [MEM_WIDTH-1:0]       mdout;
    output reg                        mrden;
    output reg [ADDR_WIDTH-1:0]       maddress;
    output reg                        mwren;
    reg valid [0:NSETS-1][0:NWAYS-1];
    reg dirty [0:NSETS-1][0:NWAYS-1];
    reg [TAG_WIDTH-1:0] tag [0:NSETS-1][0:NWAYS-1];    
    reg [MEM_WIDTH-1:0] mem [0:NSETS-1][0:NWAYS-1];
    reg [LRU_WIDTH-1:0] lru [0:NSETS-1][0:NWAYS-1];
    reg [FULL_WIDTH-1:0] reg_addr;
    reg [MEM_WIDTH-1:0]  reg_data;
    reg                  reg_wren;
    reg                  hit;
    reg [LRU_WIDTH-1:0]  hit_way;
    reg [LRU_WIDTH-1:0]  hit_way_reg;
    reg [LRU_WIDTH-1:0]  replace_way;
    reg [LRU_WIDTH-1:0]  invalid_way;
    reg                  found_invalid;
    localparam  IDLE = 0,
                MISS_CHECK = 1,
                Read = 2,
                Write = 3,
                WRITE_BACK_wait = 4,
                WRITE_BACK_done = 5,
                WAIT_MEM = 6,
                FILL = 7;
    reg [2:0] state,next;
    integer i_hit;
    always @(*) begin
        hit = 0;
        hit_way = 0;
        for (i_hit = 0; i_hit < NWAYS; i_hit = i_hit + 1) begin
            if (valid[address[OFFSET_WIDTH + INDEX_WIDTH - 1 : OFFSET_WIDTH]][i_hit] && tag[address[OFFSET_WIDTH + INDEX_WIDTH - 1 : OFFSET_WIDTH]][i_hit] == address[FULL_WIDTH-1 : OFFSET_WIDTH + INDEX_WIDTH]) begin
                hit = 1;
                hit_way = i_hit;
            end
        end
    end
    assign hit_miss = (state == IDLE) && hit ;
    integer i;
    always @(*) begin
        found_invalid = 0;
        invalid_way = 0;
        replace_way = 0;
        for (i = 0; i < NWAYS; i = i + 1) begin
            if (!valid[reg_addr[OFFSET_WIDTH + INDEX_WIDTH - 1 : OFFSET_WIDTH]][i]) begin
                invalid_way = i;
                found_invalid = 1;
            end
        end
        if (found_invalid) 
            replace_way = invalid_way;
        else begin
            for (i = 0; i < NWAYS; i = i + 1) begin
                if (lru[reg_addr[OFFSET_WIDTH + INDEX_WIDTH - 1 : OFFSET_WIDTH]][i] == (NWAYS-1))
                    replace_way = i;
            end
        end
    end
    integer i_set, i_way;
    initial begin
        for (i_set = 0; i_set < NSETS; i_set = i_set + 1)
            for (i_way = 0; i_way < NWAYS; i_way = i_way + 1) begin
                valid[i_set][i_way] = 0;
                dirty[i_set][i_way] = 0;
                mem[i_set][i_way] = 'b0;
                tag[i_set][i_way] = 'b0;
                lru[i_set][i_way] = i_way;
            end
    end
    integer i_write, i_read, i_fill;
    reg [LRU_WIDTH-1:0] old_lru;
    always @(posedge clk) begin
        if (rst) begin
            q <= 0;
            mrden <= 0;
            mwren <= 0;
            maddress <= 'b0;
            mdout<= 'b0;
        end
        else begin
            case (state)
                IDLE: begin
                    mrden <= 0;
                    mwren <= 0;
                    reg_addr  <= address;
                    reg_data  <= din;
                    reg_wren <= wren;
                    hit_way_reg <= hit_way;
                end
                Write : begin
                    mem[reg_addr[OFFSET_WIDTH + INDEX_WIDTH - 1 : OFFSET_WIDTH]][hit_way_reg] <= reg_data;
                    dirty[reg_addr[OFFSET_WIDTH + INDEX_WIDTH - 1 : OFFSET_WIDTH]][hit_way_reg] <= 1;
                    old_lru = lru[reg_addr[OFFSET_WIDTH + INDEX_WIDTH - 1 : OFFSET_WIDTH]][hit_way_reg] ;
                    for (i_write = 0; i_write < NWAYS; i_write = i_write + 1) begin
                        if (i_write == hit_way_reg) 
                            lru[reg_addr[OFFSET_WIDTH + INDEX_WIDTH - 1 : OFFSET_WIDTH]][i_write] <= 0; 
                        else if (lru[reg_addr[OFFSET_WIDTH + INDEX_WIDTH - 1 : OFFSET_WIDTH]][i_write] < old_lru)
                            lru[reg_addr[OFFSET_WIDTH + INDEX_WIDTH - 1 : OFFSET_WIDTH]][i_write] <= lru[reg_addr[OFFSET_WIDTH + INDEX_WIDTH - 1 : OFFSET_WIDTH]][i_write] + 1;
                    end
                end
                Read : begin
                    q <= mem[reg_addr[OFFSET_WIDTH + INDEX_WIDTH - 1 : OFFSET_WIDTH]][hit_way_reg];
                    mrden <= 0;
                    mwren <= 0;
                    old_lru = lru[reg_addr[OFFSET_WIDTH + INDEX_WIDTH - 1 : OFFSET_WIDTH]][hit_way_reg] ;
                    for (i_read = 0; i_read < NWAYS; i_read = i_read + 1) begin
                        if (i_read == hit_way_reg) 
                            lru[reg_addr[OFFSET_WIDTH + INDEX_WIDTH - 1 : OFFSET_WIDTH]][i_read] <= 0; 
                        else if (lru[reg_addr[OFFSET_WIDTH + INDEX_WIDTH - 1 : OFFSET_WIDTH]][i_read] < old_lru)
                            lru[reg_addr[OFFSET_WIDTH + INDEX_WIDTH - 1 : OFFSET_WIDTH]][i_read] <= lru[reg_addr[OFFSET_WIDTH + INDEX_WIDTH - 1 : OFFSET_WIDTH]][i_read] + 1;
                    end
                end
                MISS_CHECK: begin
                    if (dirty[reg_addr[OFFSET_WIDTH + INDEX_WIDTH - 1 : OFFSET_WIDTH]][replace_way]) begin
                        maddress <= {tag[reg_addr[OFFSET_WIDTH + INDEX_WIDTH - 1 : OFFSET_WIDTH]][replace_way], reg_addr[OFFSET_WIDTH + INDEX_WIDTH - 1 : OFFSET_WIDTH]};
                        mwren <= 1;
                        mrden <= 0;
                        mdout <= mem[reg_addr[OFFSET_WIDTH + INDEX_WIDTH - 1 : OFFSET_WIDTH]][replace_way];
                    end
                    else begin
                        maddress <= reg_addr[FULL_WIDTH-1 : OFFSET_WIDTH];
                        mwren <= 0;
                        mrden <= 1;
                    end
                end
                WRITE_BACK_wait: begin
                    maddress <= {tag[reg_addr[OFFSET_WIDTH + INDEX_WIDTH - 1 : OFFSET_WIDTH]][replace_way], reg_addr[OFFSET_WIDTH + INDEX_WIDTH - 1 : OFFSET_WIDTH]};
                    mrden <= 0;
                    mwren <= 1;
                    mdout <= mem[reg_addr[OFFSET_WIDTH + INDEX_WIDTH - 1 : OFFSET_WIDTH]][replace_way];
                end
                WRITE_BACK_done: begin
                    mrden <= 1;
                    mwren <= 0;
                    maddress <= reg_addr[FULL_WIDTH-1 : OFFSET_WIDTH];
                end
                WAIT_MEM: begin
                    mrden <= 1;
                    mwren <= 0;
                end
                FILL: begin
                    mem[reg_addr[OFFSET_WIDTH + INDEX_WIDTH - 1 : OFFSET_WIDTH]][replace_way] <=  reg_wren ?  reg_data : mq;
                    tag [reg_addr[OFFSET_WIDTH + INDEX_WIDTH - 1 : OFFSET_WIDTH]][replace_way] <= reg_addr[FULL_WIDTH-1 : OFFSET_WIDTH + INDEX_WIDTH];
                    valid[reg_addr[OFFSET_WIDTH + INDEX_WIDTH - 1 : OFFSET_WIDTH]][replace_way] <= 1;
                    dirty[reg_addr[OFFSET_WIDTH + INDEX_WIDTH - 1 : OFFSET_WIDTH]][replace_way] <= reg_wren;
                    mrden <= 0;
                    mwren <= 0;
                    if (~reg_wren)
                        q <= mq;
                    old_lru = lru[reg_addr[OFFSET_WIDTH + INDEX_WIDTH - 1 : OFFSET_WIDTH]][replace_way] ;
                    for (i_fill = 0; i_fill < NWAYS; i_fill = i_fill + 1) begin
                        if (i_fill == replace_way) 
                            lru[reg_addr[OFFSET_WIDTH + INDEX_WIDTH - 1 : OFFSET_WIDTH]][i_fill] <= 0; 
                        else if (lru[reg_addr[OFFSET_WIDTH + INDEX_WIDTH - 1 : OFFSET_WIDTH]][i_fill] < old_lru)
                            lru[reg_addr[OFFSET_WIDTH + INDEX_WIDTH - 1 : OFFSET_WIDTH]][i_fill] <= lru[reg_addr[OFFSET_WIDTH + INDEX_WIDTH - 1 : OFFSET_WIDTH]][i_fill] + 1;
                    end
                end
            endcase
        end
    end
    always @(posedge clk) begin
        if (rst)
            state <= IDLE;
        else 
            state <= next;
    end
    always @(*) begin
        case (state)
            IDLE: begin
                if ((rden || wren) && !hit) next = MISS_CHECK;
                else if(wren && hit) next = Write; 
                else if(rden && hit) next = Read; 
                else next = IDLE;
            end
            Write : next = IDLE;
            Read : next = IDLE;
            MISS_CHECK: next = dirty[reg_addr[OFFSET_WIDTH + INDEX_WIDTH - 1 : OFFSET_WIDTH]][replace_way] ? WRITE_BACK_wait : WAIT_MEM;
            WRITE_BACK_wait: next = WRITE_BACK_done;
            WRITE_BACK_done: next = WAIT_MEM;
            WAIT_MEM: next = FILL;
            FILL: next = IDLE;
            default : next = IDLE;
        endcase
    end
endmodule
</file>
==> flow_results.org <==
* Flow results

** Worst setup path
- The script reports the combined buffer and inverter count of the critical path as 6.
- In this design, the largest share of critical-path delay is due to buffers and inverters.
- The OpenROAD report gives the critical path a required time of approximately 220 ns.
- Critical path class :: input pin to output pin
- For the worst flop-to-flop path, the logic depth is 24.
- Reg-to-reg slack, setup :: 259.93 ns
- WP data arrival :: 62.28 ns
- Worst reg2reg path endpoint :: lru[46][5]
- Slowest Stage Delay on Critical Path :: 1.07 ns
- For reference, the critical path cell chain is buf_8, buf_4, buf_4, buf_4, mux4_2, mux4_2, mux4_2, xnor2_1, nand4_1, nor3_1, buf_4, or2_2, or3_1, and2_1, clkdlybuf4s50_1.
- CP endpoint kind :: output pin
- Crit Path Max Fanout :: 56
- Cell with the largest stage delay on the worst path :: sky130_fd_sc_hd__nor3_1
- The launch point of the critical path was reported as address[3].
- STA classifies the critical path startpoint as an input pin.
- Counting stages on the worst path, the most repeated cell is sky130_fd_sc_hd__buf_4.

** Yosys
- Synth Area per Inst :: between 20 and 25 µm²
- The synth_stat.txt file lists the number of cells as approximately 21,000.
- Proportion of register bits with asynchronous set or reset after synthesis :: 0
- Counting distinct cell types in the post-synthesis netlist gives approximately 90.
- Of the total synthesized cell area, the portion taken by AND, OR, NAND and NOR gates is 0.0160.
- Post-synth top flop :: sky130_fd_sc_hd__edfxtp_1
- In this run, the synthesized area fraction spent on AND-OR/OR-AND gates is recorded as 0.00750.
- Of all cell types, the one taking the most synthesized area is sky130_fd_sc_hd__edfxtp_1.
- For this run, the register share of the synthesized area comes to 0.737.
- Yosys instantiated no cell more often than sky130_fd_sc_hd__edfxtp_1.
- The warning tally printed by Yosys for this design is 0.
- In this run, synthesis produced a sequential element count of 11,900.
- Per the synthesis report, the XOR/XNOR share of the synthesized area is 0.000947.
- Number of synthesized flops with an enable pin :: between 10,000 and 15,000
- Before any placement, the netlist area is recorded as 481,000 µm².
- Mux cell area share after synthesis :: 0.225
- Top cells by area :: sky130_fd_sc_hd__edfxtp_1 72%, sky130_fd_sc_hd__mux4_2 21%, sky130_fd_sc_hd__dfxtp_1 1.5%
- Fraction of synthesized cell area taken by the top area cell type :: 0.723
- In this run, the synthesized area fraction spent on adder and majority cells is recorded as 0.000286.
- Commonest cells in the synthesized netlist :: 11,600 x sky130_fd_sc_hd__edfxtp_1, 4,530 x sky130_fd_sc_hd__mux4_2, 836 x sky130_fd_sc_hd__nor2_1, 684 x sky130_fd_sc_hd__clkbuf_1, 442 x sky130_fd_sc_hd__mux2i_1
- The area recorded from the Yosys report for this design is just under 500,000 µm².
- Mapped Cells :: around 21,000
- In the synthesized netlist, the dominant kind of combinational cell is multiplexers.

** Clocking
- Number of hold-repair buffers added at the cts stage :: 0
- In the CTS report, the clock slew at the register clock pins of the worst setup and hold paths is listed as 0.05 ns.
- TritonCTS built the clock tree.
- Per the CTS log, the maximum H-tree level is 7.
- Root buffer selected by CTS :: sky130_fd_sc_hd__clkbuf_16
- Clock sink total :: 11,900
- At the later pin of the worst-skew pair, clock insertion delay measures about 1.3 ns.
- Total CTS buffers :: 1,305
- Maximum root-to-sink buffer count :: 6
- Buffers inserted during post-CTS setup optimization :: 0
- Gates resized during post-CTS repair numbered 0.

** Timing
- Final Slew Violations :: 0
- Dividing the final minimum period by the clock period gives 0.429.
- Setup repair after global routing left no endpoint under its margin.
- Final hold vios :: 0
- Setup violation total in the final timing report :: 0
- Fmax :: 0.00858 GHz
- Setup total negative slack on the finished layout was measured at 0 ns.
- Slew Limit Headroom :: 0.129
- The pin closest to its max-slew limit shows a slew of roughly 1.3 ns.
- Clock tree skew after final layout :: 0.178 ns
- Final hold slack :: 0.459 ns
- The worst path needs 116.58 ns of the cycle, external delays included.

** Pwr
- Per the summary, power density relative to cell area is 7.38 nW/µm².
- Leakage Power :: approximately 170 nW
- Per the power-grid run, VDD falls by no more than 0.00580 mV.

** Floorplan
- Per the OpenROAD floorplan log, the area of the core is 1,200,000 µm².
- The floorplan has approximately 400 rows.
- Die Width :: 1100 µm
- Io pins :: roughly 170
- The die covers 1,210,000 µm².
- Measured along the y axis, the die boundary spans 1100 µm.
- Fp util :: 0.401

** Placed design
- The placement summary gives the final routability congestion estimate as slightly above 0.9.
- As logged by OpenROAD, the buffers inserted on ports number 166.
- In the placement report, post-DP HPWL is listed as between 900,000 and 1,000,000 µm.

** Cells and area
- From synthesis to final layout, the design area changed by 14.5%.
- Of the cells placed in the final design, the portion with a size suffix greater than 1 is 0.366.
- The register with the most flip-flops in the layout has between 8,000 and 9,000 of them.

** Global routing
- Entering global routing, the biggest net connects 134 pins.
- Total global-route track usage over all layers is 0.277.
- Antenna violations before repair :: 109
- The first global-routing pass estimated around 2,100,000 µm of wire.
- The via count of the first global-routing pass came to 261,000.
- The total overflow left after global routing is 0.

** Status
- Status :: complete, no violations

** Hold path
- Worst Hold Depth :: 1
- Hold endpoint :: valid[23][3]
- In this run the worst hold path is classified as flop to flop.
- Hold Startpoint :: valid[23][3]

** Route
- Via-to-Cell Ratio :: about 6.0
- TritonRoute output was used to compute an average wire per cell of 38.4 µm.
- After detailed routing, the total wire length is around 1,500,000 µm.
- Per the post-route antenna check, the number of violating nets is 0.
- Violation tally from detailed-route iteration zero :: 16,600
- Number of iterations in the first detailed-routing pass :: 8
- Detailed routing inserted a total of between 200k and 250k vias.
- DRC violations left :: 0

** Run
- The stage logs contain a warning count of 41.
- Tally of max-capacitance violations :: 0
-- final cells by class --
cell class | count | area (µm²)
Inverter | 16 | 90.1
Clock inverter | 629 | 6140
Timing Repair Buffer | 1502 | 12100
Sequential cell | 11900 | 355000
Tap cell | 16000 | 20000
Multi-Input combinational cell | 7392 | 123000
Clock buffer | 1615 | 34600
Antenna cell | 155 | 388
Fill cell | 96500 | 648000
-- cells by family after synthesis --
group,Yosys count
xor gates and xnor gates,52
DFF,11900
buffers and inverters,1381
and+or+nand+nor,1681
muxes,5117
adders and majority gates,11
AOI/OAI and AO/OA,531
-- cells in the final DEF, fill, tap and decap left out, types with 35 or more instances in the layout --
cell	netlist	layout
sky130_fd_sc_hd__bufinv_16	0	112
sky130_fd_sc_hd__nor2_1	836	577
sky130_fd_sc_hd__nand2_4	0	58
sky130_fd_sc_hd__dfxtp_1	352	346
sky130_fd_sc_hd__edfxtp_1	11600	11600
sky130_fd_sc_hd__nand2_1	247	177
sky130_fd_sc_hd__nor2_2	63	61
sky130_fd_sc_hd__clkbuf_8	0	35
sky130_fd_sc_hd__clkinv_2	0	185
sky130_fd_sc_hd__buf_4	86	1309
sky130_fd_sc_hd__xnor2_1	39	39
sky130_fd_sc_hd__clkbuf_1	684	257
sky130_fd_sc_hd__o221ai_1	91	91
sky130_fd_sc_hd__clkinv_1	1	251
sky130_fd_sc_hd__mux2i_1	442	442
sky130_fd_sc_hd__o21ai_0	50	49
sky130_fd_sc_hd__mux2_2	135	141
sky130_fd_sc_hd__or2_2	240	238
sky130_fd_sc_hd__diode_2	0	155
sky130_fd_sc_hd__o22ai_1	89	89
sky130_fd_sc_hd__clkdlybuf4s50_1	0	158
sky130_fd_sc_hd__nand3_1	88	86
sky130_fd_sc_hd__a31oi_1	42	41
sky130_fd_sc_hd__nor2_4	0	261
sky130_fd_sc_hd__a21oi_1	141	136
sky130_fd_sc_hd__clkbuf_16	0	1323
sky130_fd_sc_hd__nor4_1	42	42
sky130_fd_sc_hd__mux4_2	4530	4530
-- how the worst max path moves through the flow --
stage	end	cells after the start
after CTS	hit_miss	15
after global routing	hit_miss	15
final	hit_miss	15
-- per-stage QoR --
step | setup WS [ns] | cell area [µm²] | power [mW] | cells | utilization
2_1_floorplan | 159.33 | 481000 | 2.26 | 20700 | -
3_3_place_gp | 154.83 | 509000 | 2.39 | 36800 | 0.425
3_5_place_dp | 154.86 | 509000 | 2.39 | 36800 | 0.425
4_1_cts | 154.85 | 550000 | 4.08 | 39000 | 0.459
5_1_grt | 154.55 | 550000 | 4.17 | 39100 | 0.459
6_report | 154.92 | 550000 | 4.06 | 39200 | 0.459
-- report_power, final --
part           switching [mW]  total, mW  internal [mW]
sequential            0.00551       2.02           2.02
clock                   0.706       1.71           1.01
combinational           0.195      0.326          0.130
-- routing by layer --
metal  part of all wire  wire [µm]  vias to the layer above  global-route usage
met4              0.061      91700                      207               0.126
li1                   -          -                    92700                   -
met3               0.22     333000                     3259               0.267
met1               0.27     399000                   120000               0.275
met2               0.45     672000                    19500               0.377
met5             0.0054       8180                        -              0.0584
No activity file was given, so power comes from the tool's default toggle rates.
